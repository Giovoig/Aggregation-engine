==> flow/design.v <==
package my_pkg;
    parameter int DATA_WIDTH = 8;
    parameter int MEM_HEIGHT = 16384;  
    parameter int INSTR_MEM_HEIGHT = 32768;  
    parameter int OUT_SCALE = 0;
    parameter int FEATURES = 40;
    parameter int MESH_SIZE = 8;
    parameter int OPCODE_LENGTH = 3;
    parameter int LOG2_FIFO_DEPTH = 8;
    parameter int NODE_NO = 34546;
    parameter int COORD_LENGTH = MESH_SIZE == 1 ? 1 : $clog2(MESH_SIZE);
    parameter int ADDR_LENGTH = $clog2(MEM_HEIGHT)+2*COORD_LENGTH;
    parameter int INSTRUCTION_LENGTH = OPCODE_LENGTH+ADDR_LENGTH;
    parameter int VECTOR_LENGTH = DATA_WIDTH*FEATURES;
    parameter int PE_NUMBER = MESH_SIZE*MESH_SIZE;
    parameter int PACKET_LENGTH = (DATA_WIDTH > ADDR_LENGTH) ? 1 + 2*COORD_LENGTH + DATA_WIDTH : 1 + 2*COORD_LENGTH + ADDR_LENGTH; 
    parameter LOCAL = 3'd0;  
    parameter EAST  = 3'd1; 
    parameter NORTH = 3'd2;  
    parameter WEST  = 3'd3;  
    parameter SOUTH = 3'd4;  
    parameter NO_REQ = 5'b00000;
    parameter LOCAL_REQ = 5'b00001;
    parameter EAST_REQ = 5'b00010;
    parameter NORTH_REQ = 5'b00100;
    parameter WEST_REQ = 5'b01000;
    parameter SOUTH_REQ = 5'b10000;
endpackage
module scratchpad #(
    parameter int WIDTH = 8,
    parameter int PARALLELISM = 1,
    parameter int HEIGHT = 128
    )
    (
    input logic clk, CS,
    input logic unsigned[$clog2(HEIGHT)-1:0] read_addr,
    input logic read_en,
    output signed[(PARALLELISM*WIDTH)-1:0] qout,
    input logic unsigned[$clog2(HEIGHT)-1:0] write_addr,
    input logic write_en,
    input signed[(PARALLELISM*WIDTH)-1:0] din
    );
    logic signed [(PARALLELISM*WIDTH)-1:0] data [0:HEIGHT-1];
    logic signed [(PARALLELISM*WIDTH)-1:0] mem_out;
    always @(posedge clk) begin
        if(write_en == 1 && CS == 1) begin
            data[write_addr] <= din;
        end
    end
    integer i;
    always_comb begin
        if(CS == 1 && read_en)
            mem_out = data[read_addr];
        else
            mem_out = 0;
    end
    assign qout = mem_out;
    endmodule
==> flow/run.sh <==
#!/bin/bash
# OpenROAD 26Q1-2900-gdf79404cd8, Yosys 0.63+post, stock flow scripts
make -C /OpenROAD-flow-scripts/flow DESIGN_CONFIG=/design/flow/config.mk WORK_HOME=/design/flow/orfs finish
==> flow/config.mk <==
export PLATFORM = sky130hd
export DESIGN_NAME = scratchpad
export DESIGN_NICKNAME = scratchpad
export VERILOG_FILES = /design/flow/design.v
export SDC_FILE = /design/flow/constraint.sdc
export NUM_CORES = 4
export LEC_CHECK = 1
export CORE_UTILIZATION = 50
==> flow/constraint.sdc <==
current_design scratchpad

set clk_period 9.3
set clk_io_pct 0.2

create_clock -name clk0 -period $clk_period [get_ports {clk}]

set non_clock_inputs [all_inputs -no_clocks]
set_input_delay [expr $clk_period * $clk_io_pct] -clock clk0 $non_clock_inputs
set_output_delay [expr $clk_period * $clk_io_pct] -clock clk0 [all_outputs]
==> impl_metrics.csv <==
group,metric,value,unit
place,post-place-ws,1880,ps
finish,instances_no_fill,3432,
critical_path,crit_type,"in -> out",
yosys,edf_count,1024,
final_timing,worst_slack,1780,ps
floorplan,pin_count,34,
critical_path,worst_ep_required_time,7440,ps
hold_path,hold_class,"in -> reg",
finish,fin_util,56.0,%
place,placed_area,0.0417,mm^2
grt,grt_max_degree,85,
flow_run,cap_violations,0,
finish,top_regs,"data (1024)",
critical_path,path_cells,"clkdlybuf4s50_1 > nor2b_4 > buf_4 > a22oi_1 > nand3_1 > a41oi_1 > nor3_1 > nand2_1 > clkdlybuf4s50_1",
critical_path,crit_slowest_cell,"clkdlybuf4s50_1",
outcome,outcome,"finished, final reports clean",
place,dp_cells,3239,
yosys,synthesis.area,0.0405,mm^2
final_timing,period_minus_slack,7520,ps
finish,mi_logic_area,0.00889,mm^2
yosys,ys_cells,2222,
yosys,synthArstFlopShare,0,%
grt,grt_pass1_wl,142000,um
grt,grt-ovfl-total,0,
cts,cts_setup_buffers,0,
flow_run,warning_count,26,
finish,syn_to_final_growth,11.2,%
cts,cts.sinks,1024,
power_and_ir_drop,vdd_drop_max,0.000177,V
finish,regArea,0.0307,mm^2
cts,cts.repair.resized,0,
place,hpwl,60400,um
yosys,synth_cell_types,34,
final_timing,finalClockPeriodUsage,80.8,%
cts,tritoncts,"built",
final_timing,fmax,0.133,GHz
detailed_routing,vias,20600,
yosys,yosysWarnings,1,
cts,cts_buffers,103,
floorplan,fp-utilization,50.4,%
floorplan,rows,104,
critical_path,critPathCaptureType,"output port",
cts,clk_path_buf_depth,3,
finish,largest_reg_flops,1024,
detailed_routing,drtIter0Drc,1523,
detailed_routing,drcViolationCount,0,
final_timing,relSlewSlack,32.9,%
cts,clkSlewWorstSetupHoldPaths,60,ps
final_timing,hold_viol_final,0,
critical_path,crit_top_cell,"clkdlybuf4s50_1",
grt,track_usage,26.7,%
critical_path,crit_family,"buffers and inverters",
final_timing,final_max_slew_viol_count,0,
cts,cts_hold_buf,0,
detailed_routing,wire_per_inst,27.7,um
power_and_ir_drop,p_leak,14.9,nW
finish,max_flop_register,"data",
yosys,synthCells,2222,
critical_path,cp.buffers_inverters,3,
detailed_routing,totalWireLength,95100,um
place,numPortBuffers,33,
finish,design_area,0.0451,mm^2
final_timing,finalSetupViolations,0,
power_and_ir_drop,powerDensity,212,mW/mm^2
critical_path,crit_path_max_incr_delay,880,ps
finish,layout-drive-gt1-share,12.0,%
detailed_routing,viasPerCell,6.00,
place,gp_routability_congestion,1.01,
final_timing,rsz0062_at_grt,"false",
grt,antenna_found_initial,6,
yosys,numSynthFlops,1024,
yosys,ys_chip_area,0.0405,mm^2
detailed_routing,firstDrtPassIters,5,
final_timing,worstMarginPinSlew,999,ps
detailed_routing,ant_nets,0,
grt,grt_pass1_vias,21500,
cts,root_buffer,"clkbuf_16",
yosys,ys_seq_share,75.9,%
floorplan,fp.dieW,287,um
yosys,syn-mean-instance-area,18.2,um^2
finish,n_fill_cell,6031,
final_timing,setup_tns,0,ps
floorplan,core,0.0804,mm^2
floorplan,die_area,0.0822,mm^2
critical_path,cp_max_fo,26,
yosys,synthFlopType,"edfxtp_1",
critical_path,arrival,5660,ps
floorplan,die_h,287,um
cts,htreeDepth,3,
critical_path,start_kind,"primary input",
-- stage by stage --
step | total power, mW | hold WS, ps
finish | 9.57 | 1630
global route | 9.85 | 1620
CTS | 9.64 | 1600
detailed placement | 5.62 | 2310
global placement | 5.62 | 2300
floorplan | 5.44 | 1960
-- area by class of cell --
| class | count | area share (%) |
|---|---|---|
| inverter | 3 | 0.0250 |
| tap | 1060 | 2.94 |
| multi-input combinational | 1068 | 19.7 |
| antenna | 1 | 0.00555 |
| clock inverter | 70 | 1.44 |
| clock buffer | 122 | 5.97 |
| sequential | 1024 | 68.2 |
| timing repair buffer | 84 | 1.67 |
-- path summary, 6_finish.rpt --
check	cells past startpoint	endpoint	slack, ps	startpoint
worst min-delay path	1	data[88][2]	1630	din[2]
worst max-delay path	9	qout[0]	1780	read_addr[3]
-- metal layers --
layer / routed length, um / track usage, %
met5: 113 / 0.407
met4: 2040 / 4.49
met3: 13500 / 16.9
met2: 44900 / 38.2
met1: 34600 / 39.1
-- placed cells by master (no fill, tap or decap), types with 2 or more instances in the layout --
cell,n
a211oi_1,8
a21oi_1,56
a22oi_1,176
a41oi_1,16
and2_1,4
buf_12,5
buf_4,55
bufinv_16,10
clkbuf_1,17
clkbuf_16,105
clkdlybuf4s50_1,22
clkinv_1,29
clkinv_2,19
clkinv_8,3
clkinvlp_4,5
edfxtp_1,1024
inv_1,3
inv_6,2
mux2i_1,392
mux4_1,4
mux4_2,60
nand2_1,53
nand3_1,106
nand3b_1,4
nand4_1,11
nand4b_1,4
nor2_1,134
nor2_4,2
nor2b_1,13
nor2b_4,4
nor3_1,7
nor3_2,5
or3_1,2
or3b_2,2
-- synth_stat cells (8+ instances only) --
master	n	area [um^2]
edfxtp_1	1024	30700
buf_1	8	30.0
nor2_1	136	510
nand2_1	53	199
nand3_1	106	531
mux4_2	60	1350
buf_4	15	113
clkbuf_1	38	143
a21oi_1	56	280
buf_6	20	225
nand4_1	11	68.8
a211oi_1	8	60.1
buf_2	30	150
nor2b_1	17	106
mux2i_1	392	3920
a41oi_1	16	140
a22oi_1	176	1320
-- kinds of logic (layout without fill, tap and decap cells) --
family / Yosys count / count (layout) / share of synthesized area [%]
AOI/OAI and AO/OA: 256 / 256 / 4.45
buffers and inverters: 130 / 279 / 2.29
DFF: 1024 / 1024 / 75.9
muxes: 456 / 456 / 13.3
other: 0 / 1 / 0
and+or+nand+nor: 356 / 356 / 4.11
-- where the power goes --
part	internal (mW)	switching, mW	total, mW
logic	0.138	0.296	0.434
registers	5.09	0.00200	5.09
clock network	2.34	1.70	4.04
No activity file was given, so power comes from the tool's default toggle rates.
