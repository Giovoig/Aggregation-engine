<file path="run.sh">
#!/bin/bash
# OpenROAD 26Q1-2900-gdf79404cd8, Yosys 0.63+post, stock flow scripts
make -C /OpenROAD-flow-scripts/flow DESIGN_CONFIG=/design/flow/config.mk WORK_HOME=/design/flow/orfs finish
</file>
<file path="config.mk">
export PLATFORM = sky130hd
export DESIGN_NAME = router_input
export DESIGN_NICKNAME = router_input
export VERILOG_FILES = /design/flow/design.v
export SDC_FILE = /design/flow/constraint.sdc
export NUM_CORES = 4
export LEC_CHECK = 1
export CORE_UTILIZATION = 30
export SYNTH_MEMORY_MAX_BITS = 65536
</file>
<file path="constraint.sdc">
current_design router_input

set clk_period 1085.6
set clk_io_pct 0.2

create_clock -name clk0 -period $clk_period [get_ports {clk}]

set non_clock_inputs [all_inputs -no_clocks]
set_input_delay [expr $clk_period * $clk_io_pct] -clock clk0 $non_clock_inputs
set_output_delay [expr $clk_period * $clk_io_pct] -clock clk0 [all_outputs]
</file>
<file path="design.v">
package my_pkg;
    parameter int DATA_WIDTH = 8;
    parameter int MEM_HEIGHT = 16384;  
    parameter int INSTR_MEM_HEIGHT = 32768;  
    parameter int OUT_SCALE = 0;
    parameter int FEATURES = 40;
    parameter int MESH_SIZE = 8;
    parameter int OPCODE_LENGTH = 3;
    parameter int LOG2_FIFO_DEPTH = 8;
    parameter int NODE_NO = 34546;
    parameter int COORD_LENGTH = MESH_SIZE == 1 ? 1 : $clog2(MESH_SIZE);
    parameter int ADDR_LENGTH = $clog2(MEM_HEIGHT)+2*COORD_LENGTH;
    parameter int INSTRUCTION_LENGTH = OPCODE_LENGTH+ADDR_LENGTH;
    parameter int VECTOR_LENGTH = DATA_WIDTH*FEATURES;
    parameter int PE_NUMBER = MESH_SIZE*MESH_SIZE;
    parameter int PACKET_LENGTH = (DATA_WIDTH > ADDR_LENGTH) ? 1 + 2*COORD_LENGTH + DATA_WIDTH : 1 + 2*COORD_LENGTH + ADDR_LENGTH; 
    parameter LOCAL = 3'd0;  
    parameter EAST  = 3'd1; 
    parameter NORTH = 3'd2;  
    parameter WEST  = 3'd3;  
    parameter SOUTH = 3'd4;  
    parameter NO_REQ = 5'b00000;
    parameter LOCAL_REQ = 5'b00001;
    parameter EAST_REQ = 5'b00010;
    parameter NORTH_REQ = 5'b00100;
    parameter WEST_REQ = 5'b01000;
    parameter SOUTH_REQ = 5'b10000;
endpackage
import my_pkg::*;
module FIFO#(
  parameter int WIDTH = 8,
  parameter int LOG2_OF_DEPTH = 4
  )
  (
    input  logic              clk,
    input  logic              arst_n, 
    input  logic [WIDTH-1:0]  din,
    input  logic              we,  
    output logic              full,  
    output logic [WIDTH-1:0]  qout,
    output logic              empty,  
    output logic              last,  
    input  logic              re   
  );
  logic write_effective;
  assign write_effective = we && !full;
  logic [LOG2_OF_DEPTH+1-1:0] write_addr_next, write_addr;
    logic write_addr_we;
    register #(.WIDTH(LOG2_OF_DEPTH+1)) write_addr_r(.clk(clk), .arst_n(arst_n), .din(write_addr_next), .qout(write_addr), .we(write_addr_we));
  assign write_addr_we = write_effective;
  assign write_addr_next = write_addr + 1;
  logic read_effective;
  assign read_effective = !empty && re;
  logic [LOG2_OF_DEPTH+1-1:0] read_addr_next, read_addr;
    logic read_addr_we;
    register #(.WIDTH(LOG2_OF_DEPTH+1)) read_addr_r(.clk(clk), .arst_n(arst_n), .din(read_addr_next), .qout(read_addr), .we(read_addr_we));
  assign read_addr_we = read_effective;
  assign read_addr_next = read_addr + 1;
  logic [LOG2_OF_DEPTH:0] write_addr_limit;
  assign write_addr_limit = read_addr + (1 << LOG2_OF_DEPTH);
  assign full = (write_addr == write_addr_limit);
  assign empty = (read_addr == write_addr);
  assign last = (read_addr == write_addr-1);
  fifo_memory #(.WIDTH(WIDTH), .PARALLELISM(1), .HEIGHT(1<<LOG2_OF_DEPTH)) fifo_mem
    (.clk(clk),  
     .read_addr(read_addr),
     .read_en(re),
     .qout(qout),
     .write_addr(write_addr),
     .write_en(write_effective),
     .din(din));
endmodule
module fifo_memory #(
    parameter int WIDTH = 8,
    parameter int PARALLELISM = 1,
    parameter int HEIGHT = 128
    )
    (
    input logic clk,
    input logic unsigned[$clog2(HEIGHT)-1:0] read_addr,
    input logic read_en,
    output signed[(PARALLELISM*WIDTH)-1:0] qout,
    input logic unsigned[$clog2(HEIGHT)-1:0] write_addr,
    input logic write_en,
    input signed[(PARALLELISM*WIDTH)-1:0] din
    );
    logic signed [(PARALLELISM*WIDTH)-1:0] data [0:HEIGHT-1];
    logic signed [(PARALLELISM*WIDTH)-1:0] mem_out;
    always @(posedge clk) begin
        if(write_en == 1) begin
            data[write_addr] <= din;
        end
    end
    integer i;
    always_comb begin
          mem_out = data[read_addr];
    end
    assign qout = mem_out;
    endmodule
 module register #(
  parameter integer WIDTH     = 20,
  parameter integer RESET_VAL = 'b0
   )(
  input  logic              clk,
  input  logic              arst_n,
  input  logic [WIDTH-1:0]  din,
  input  logic we,
  output logic [WIDTH-1:0]  qout
);
logic [WIDTH-1:0] r;
always_ff @(posedge clk, negedge arst_n) begin
   if(arst_n==0)begin
      r <= RESET_VAL;
   end else begin
      if(we)
        r <= din;
   end
end
assign qout = r;
endmodule
import my_pkg::*;
module router_input#(
       parameter int X_COORD = 0,
       parameter int Y_COORD = 0
    )
    (
        input logic clk, arst_n,
        input logic packet_valid,
        input logic signed [PACKET_LENGTH-1 : 0] down,
        input logic is_read,
        output logic is_reading, valid_out,
        output logic [0:4] port_request,
        output logic signed [PACKET_LENGTH-1 : 0] to_switch
    );
    logic fifo_full;
    logic fifo_we;
    logic fifo_re;
    logic fifo_empty;
    logic fifo_last;
    logic reading;
    logic vld_out_internal;
    logic [2:0] output_port;
    logic [4:0] port_req_out;
    logic [PACKET_LENGTH-1 : 0] fifo_qout;
    assign valid_out = vld_out_internal;
    assign is_reading = reading;
    FIFO #(.WIDTH(PACKET_LENGTH), .LOG2_OF_DEPTH(LOG2_FIFO_DEPTH)) down_fifo
    (   .clk(clk),
        .arst_n(arst_n),
        .din(down),
        .we(fifo_we),
        .re(fifo_re),
        .full(fifo_full),
        .last(fifo_last),
        .empty(fifo_empty),
        .qout(fifo_qout)
    );
    assign reading = packet_valid && !fifo_full;
    assign vld_out_internal = !fifo_empty;
    assign fifo_we = reading;
    assign fifo_re = is_read;
    logic unsigned [COORD_LENGTH-1:0] dest_x, dest_y;
    int xdiff, ydiff;
    always_comb begin
        dest_x = fifo_qout[PACKET_LENGTH - 2 : PACKET_LENGTH - 1 - COORD_LENGTH];
        dest_y = fifo_qout[PACKET_LENGTH - 2 - COORD_LENGTH : PACKET_LENGTH - 1 - 2*COORD_LENGTH];
        xdiff = dest_x - X_COORD;
        ydiff = dest_y - Y_COORD;
        if (xdiff > 0)
            output_port <= EAST;
        else if (xdiff < 0)
            output_port <= WEST;
        else  
            if(ydiff > 0)
                output_port <= NORTH;
            else if(ydiff < 0)
                output_port <= SOUTH;
            else  
                output_port <= LOCAL;
    end
    always_comb begin
        if(valid_out == 1) begin
            case(output_port)
            LOCAL: port_req_out = 5'b00001;
            EAST: port_req_out = 5'b00010;
            NORTH: port_req_out = 5'b00100;
            WEST: port_req_out = 5'b01000;
            SOUTH: port_req_out = 5'b10000;
            default: port_req_out = 5'b00000;
            endcase
        end else
            port_req_out = 5'b00000;
    end
    assign port_request = port_req_out;
    assign to_switch = fifo_qout;
endmodule
</file>
==> impl_metrics.csv <==
group,metric,value,unit
clock_network,clkTransAtPathRegs,0.06,ns
yosys,ys.flops,6930,
clock_network,cts_max_path_buffers,4,
worst_setup_path,reg2reg_to,"down_fifo.fifo_mem.data[131][6]",
worst_setup_path,start_kind,"primary input",
final_timing,slew_violations,0,
floorplanning,fp_util,30.1,%
power,power.density,2.51,mW/mm²
power,switchingPower,0.244,mW
min_path,worstHoldPathType,"flip-flop to flip-flop",
power,seqPwrFrac,39.0,%
grt,met1_usage,17.3,%
final_timing,hold_viol,0,
grt,grt_pass1_vias,133000,
clock_network,ctsResizeCount,0,
clock_network,cts_setup_buffers,0,
clock_network,cts.sinks,6930,
final_timing,clock.fmax,2.29,MHz
yosys,simple_gate_area_share,0.818,%
yosys,fa_ha_area_share,0.0237,%
detailed_routing,drtAntennaViolNets,0,
finish,area_growth,15.6,%
clock_network,cts_hold_buf,0,
detailed_routing,drt_iter0_markers,8453,
clock_network,clk_latency,1.14,ns
min_path,worstHoldEndpoint,"down_fifo.write_addr_r.r[8]",
clock_network,numCtsBuffers,690,
yosys,yosysWarnings,5,
worst_setup_path,criticalPathCategory,"primary input to output port",
yosys,ys_top_logic_family,"multiplexers",
floorplanning,std_cell_rows,344,
power,power.total,0.769,mW
worst_setup_path,worstPathArrival,219.69,ns
power,switching_share,31.8,%
worst_setup_path,endpoint_kind,"output port",
floorplanning,core-area,0.878,mm²
grt,grt_use_met2,24.8,%
final_timing,setup_viol,0,
worst_setup_path,worstRegToRegCells,11,
grt,antenna_found_initial,65,
detailed_routing,drc_errors,0,
final_timing,tns,0,ns
power,vdd_drop_max,0.00221,mV
worst_setup_path,cp.required,868.48,ns
floorplanning,die-width,941,µm
yosys,avgSynthCellArea,25.0,µm²
power,internal_power,0.524,mW
finish,lay_top_cells,"edfxtp_1 (6912), mux4_2 (2124), clkbuf_16 (696)",
worst_setup_path,cp_max_fo,10,
yosys,ys_sh_mux,18.7,%
grt,grt_pass1_wl,995000,µm
finish,fillers,79000,
yosys,ys_area,0.264,mm²
final_timing,period_needed,436.81,ns
yosys,ys_seq_share,78.6,%
final_timing,worstMarginPinSlew,0.994,ns
detailed_routing,routed_wl,705000,µm
detailed_routing,dr.pass1.iters,5,
status,status,"completed",
yosys,async_reset_ff_share,0.260,%
grt,grt_use_met3,15.9,%
grt,grt_start_max_net_pins,107,
flow_run,maxCapViolations,0,
final_timing,timing.final.crit_share,40.2,%
clock_network,cts_tree,"done",
finish,seq_area,0.208,mm²
clock_network,cts-root-buf,"clkbuf_16",
yosys,synth-edff-count,6912,
place,io_buffers,62,
clock_network,htreeDepth,6,
final_timing,max_slew_margin,33.1,%
place,dp_hpwl,399000,µm
grt,grt_most_used_layer,"met2",
power,p_clk_share,30.0,%
final_timing,fin_skew,0.0547,ns
min_path,holdPathStages,1,
final_timing,rsz0062_at_grt,"no",
yosys,netlist_instances,10600,
worst_setup_path,r2r_setup_slack,1079.02,ns
flow_run,warnings,34,
detailed_routing,viasPerCell,5.05,
yosys,xor_share,0.0828,%
yosys,syn_area,0.264,mm²
grt,track_usage,17.1,%
power,combPwrFrac,31.1,%
place,gp_congestion,0.896,
yosys,synthDistinctLibCells,65,
grt,grt_overflow,0,
floorplanning,ios,65,
finish,drive_gt1_share,33.2,%
floorplanning,die_area,0.885,mm²
yosys,aoi_share,0.675,%
detailed_routing,wl_per_cell,29.9,µm
finish,lay_top_count,"edfxtp_1",
power,p_leak,92.0,nW
floorplanning,fp.dieH,941,µm
yosys,yosys_most_used_dff,"edfxtp_1",
detailed_routing,num_vias,119000,
finish,comb_area,0.0558,mm²
min_path,min_from,"down_fifo.write_addr_r.r[8]",
yosys,ys_cells,10600,
worst_setup_path,regToRegStartpoint,"down_fifo.read_addr_r.r[1]",
[worst max-delay path, cell delays in order]
cell and delay [ns]:
clkdlybuf4s50_1 0.88, o31a_1 0.91, buf_4 0.27, clkdlybuf4s50_1 0.47
[cell type report]
type / count / share of cell area [%]
flip-flops and latches: 6930 / 68.1
inverters: 8 / 0.0151
repair buffers: 630 / 1.69
well taps: 11600 / 4.75
multi-input cells: 3081 / 18.3
clock inverters: 341 / 1.22
diodes: 98 / 0.0802
clock buffers: 878 / 5.92
[power by group through the flow]
stage     clock network [mW]  registers [mW]  logic [mW]
4_1_cts                0.235           0.299       0.240
5_1_grt                0.245           0.300       0.251
6_report               0.230           0.299       0.239
[routing by layer]
layer,up-vias,part of all wire (%)
li1,47800,-
met4,55,4.0
met5,-,0.19
met2,9034,46
met1,61000,29
met3,1135,20
[state kept, by name, indices dropped and copies added, names as in the netlist]
name,cells
down_fifo.read_addr_r.r,9
down_fifo.fifo_mem.data,6912
down_fifo.write_addr_r.r,9
[Yosys cell counts, types with 7 or more instances]
cell type | n | share of area, %
buf_4 | 34 | 0.097
nand2_1 | 117 | 0.17
and2_1 | 11 | 0.026
a31oi_1 | 13 | 0.031
dfrtp_1 | 18 | 0.17
nor2b_1 | 22 | 0.052
o221ai_1 | 13 | 0.043
o22ai_1 | 17 | 0.040
xnor2_1 | 23 | 0.076
o21ai_0 | 31 | 0.059
mux2_2 | 9 | 0.038
nor2_1 | 295 | 0.42
edfxtp_1 | 6912 | 78
mux4_2 | 2124 | 18
mux2i_1 | 153 | 0.58
nand4_1 | 7 | 0.017
nand3_1 | 31 | 0.059
a21oi_1 | 29 | 0.055
o211ai_1 | 9 | 0.026
a22oi_1 | 56 | 0.16
nor3_1 | 7 | 0.013
buf_2 | 249 | 0.47
buf_1 | 83 | 0.12
a22o_1 | 11 | 0.036
buf_6 | 17 | 0.072
clkbuf_1 | 198 | 0.28
a211oi_1 | 9 | 0.026
a221oi_1 | 13 | 0.043
[worst max-delay path by stage]
stage	startpoint	to	slack, ns	cells after the start
6_report	packet_valid	is_reading	648.79	4
5_1_grt	packet_valid	is_reading	648.63	4
4_1_cts	packet_valid	is_reading	648.66	4
[stage by stage]
stage,setup WS (ns),instance area (µm²),instances,utilization (%),hold slack [ns]
after floorplan,651.05,264000,10600,-,0.462
after global placement,648.67,284000,22200,32.3,0.475
after detailed placement,648.67,284000,22200,32.3,0.483
after CTS,648.66,305000,23500,34.8,0.491
after global routing,648.63,306000,23500,34.8,0.525
final,648.79,306000,23600,34.8,0.490
[cell families (layout without fill, tap and decap cells)]
logic type                 Yosys count  after routing
AOI/OAI and AO/OA                  247            247
buffers and inverters              589           1857
DFF                               6930           6930
other                                1            100
muxes                             2286           2286
and+or+nand+nor                    516            516
adders and majority gates            5              5
xor gates and xnor gates            25             25
Power and IR drop assume default switching activity.
