### flow/design.v
package my_pkg;
    parameter int DATA_WIDTH = 8;
    parameter int MEM_HEIGHT = 16384;  
    parameter int INSTR_MEM_HEIGHT = 32768;  
    parameter int OUT_SCALE = 0;
    parameter int FEATURES = 40;
    parameter int MESH_SIZE = 8;
    parameter int OPCODE_LENGTH = 3;
    parameter int LOG2_FIFO_DEPTH = 8;
    parameter int NODE_NO = 34546;
    parameter int COORD_LENGTH = MESH_SIZE == 1 ? 1 : $clog2(MESH_SIZE);
    parameter int ADDR_LENGTH = $clog2(MEM_HEIGHT)+2*COORD_LENGTH;
    parameter int INSTRUCTION_LENGTH = OPCODE_LENGTH+ADDR_LENGTH;
    parameter int VECTOR_LENGTH = DATA_WIDTH*FEATURES;
    parameter int PE_NUMBER = MESH_SIZE*MESH_SIZE;
    parameter int PACKET_LENGTH = (DATA_WIDTH > ADDR_LENGTH) ? 1 + 2*COORD_LENGTH + DATA_WIDTH : 1 + 2*COORD_LENGTH + ADDR_LENGTH; 
    parameter LOCAL = 3'd0;  
    parameter EAST  = 3'd1; 
    parameter NORTH = 3'd2;  
    parameter WEST  = 3'd3;  
    parameter SOUTH = 3'd4;  
    parameter NO_REQ = 5'b00000;
    parameter LOCAL_REQ = 5'b00001;
    parameter EAST_REQ = 5'b00010;
    parameter NORTH_REQ = 5'b00100;
    parameter WEST_REQ = 5'b01000;
    parameter SOUTH_REQ = 5'b10000;
endpackage
module scratchpad_2 #(
    parameter int WIDTH = 8,
    parameter int PARALLELISM = 1,
    parameter int HEIGHT = 128
    )
    (
    input logic clk, CS,
    input logic unsigned[$clog2(HEIGHT)-1:0] read_addr_1, read_addr_2,
    input logic read_en_1, read_en_2,
    output signed[(PARALLELISM*WIDTH)-1:0] qout_1, qout_2,
    input logic unsigned[$clog2(HEIGHT)-1:0] write_addr,
    input logic write_en,
    input signed[(PARALLELISM*WIDTH)-1:0] din
    );
    logic signed [(PARALLELISM*WIDTH)-1:0] data [0:HEIGHT-1];
    logic signed [(PARALLELISM*WIDTH)-1:0] mem_out_1, mem_out_2;
    logic signed [(PARALLELISM*WIDTH)-1:0] qout_1_d, qout_1_q, qout_2_d, qout_2_q;
    always @(posedge clk) begin
        if(write_en && CS) begin
            data[write_addr] <= din;
        end
    end
    always_comb begin
        if(CS) begin
            qout_1_d = data[read_addr_1];
            qout_2_d = data[read_addr_2];
        end 
        else 
            {qout_1_d, qout_2_d} = {0, 0};
    end
    always @(posedge clk) begin
        if(read_en_1) qout_1_q = qout_1_d;
        if(read_en_2) qout_2_q = qout_2_d;
    end
    assign qout_1 = read_en_1 ? qout_1_d : qout_1_q;
    assign qout_2 = read_en_2 ? qout_2_d : qout_2_q;
    endmodule
### flow/run.sh
#!/bin/bash
# OpenROAD 26Q1-2900-gdf79404cd8, Yosys 0.63+post, stock flow scripts
make -C /OpenROAD-flow-scripts/flow DESIGN_CONFIG=/design/flow/config.mk WORK_HOME=/design/flow/orfs finish
### flow/config.mk
export PLATFORM = sky130hd
export DESIGN_NAME = scratchpad_2
export DESIGN_NICKNAME = scratchpad_2
export VERILOG_FILES = /design/flow/design.v
export SDC_FILE = /design/flow/constraint.sdc
export NUM_CORES = 4
export LEC_CHECK = 1
export CORE_UTILIZATION = 40
### flow/constraint.sdc
current_design scratchpad_2

set clk_period 5.8
set clk_io_pct 0.2

create_clock -name clk0 -period $clk_period [get_ports {clk}]

set non_clock_inputs [all_inputs -no_clocks]
set_input_delay [expr $clk_period * $clk_io_pct] -clock clk0 $non_clock_inputs
set_output_delay [expr $clk_period * $clk_io_pct] -clock clk0 [all_outputs]
==> results.py <==
# Auto-generated metrics
metrics = {
    "run_status": {
        "status": "complete, no violations",
    },
    "synthesis": {
        "avgSynthCellArea_sq_um": 16.0,
        "async_reset_ff_share_pct": 0,
        "synth_flop_count": 1040,
        "synth_warnings": 1,
        "yosys-top-cells-area": "edfxtp_1 61%, mux2i_1 12%, mux4_2 9.3%",
        "syn_inst": 3163,
        "netlist.area_leader.share_pct": 60.9,
        "yosys.area.top_type": "edfxtp_1",
        "seq_area_frac_synth_pct": 61.5,
        "edf_count": 1024,
        "ys_area_sq_um": 50500,
        "mappedNetlistArea_sq_um": 50500,
        "ff_type": "edfxtp_1",
        "synth_cell_types": 43,
        "ys_cells": 3163,
    },
    "final_timing": {
        "fin_hold_ws_ps": 603,
        "fin_crit_sh_pct": 97.3,
        "period_needed_ps": 5640,
        "slew_viol_final": 0,
        "setup_viol": 0,
        "fmax_mhz": 177,
        "rsz0062_at_grt": "no",
        "slew_headroom_pct": 31.8,
        "hold_violations": 0,
        "worst_pin_slew_ps": 1020,
        "setup_tns_ps": 0,
        "fin_worst_skew_ps": 22.6,
    },
    "global_route": {
        "grt_first_pass_wirelength_um": 231000,
        "antenna_found_initial": 2,
        "grt_pass1_vias": 32800,
        "grt_max_degree": 97,
        "overflow": 0,
        "track_usage_pct": 27.7,
    },
    "pwr": {
        "p_sw_mw": 3.97,
        "p_sw_share_pct": 23.4,
        "cellLeakagePower_nw": 19.3,
        "p_int_mw": 13.0,
        "p_seq_share_pct": 48.9,
        "clockPowerShare_pct": 41.9,
        "peakVddDrop_v": 0.000248,
        "p_per_area_nw_per_um2": 297,
        "comb_power_share_pct": 9.3,
    },
    "final_layout": {
        "fin_area_sq_um": 57100,
        "final_util_pct": 45.6,
        "layout.cells.non_filler": 5072,
        "final_cell_mix": "1024 x edfxtp_1, 592 x mux2i_1, 238 x buf_4",
        "area_growth_pct": 13.1,
        "drive_gt1_share_pct": 21.8,
        "layout.cells.most_common": "edfxtp_1",
    },
    "drt": {
        "drtPass1Iterations": 5,
        "drc": 0,
        "ant_nets": 0,
        "insertedDiodeCount": 0,
        "routed_wirelength_um": 162000,
        "via_count": 31100,
        "dr.first_iter.drc_count": 2416,
        "vias_per_cell": 6.13,
        "drt-wirelength-per-cell_um": 31.9,
    },
    "clocking": {
        "cts_resized": 0,
        "cts_setup_buffers": 0,
        "cts.sinks": 1040,
        "root_buffer": "clkbuf_16",
        "clock_path_buffers": 3,
        "h-tree-depth": 3,
        "cts-buffers-inserted": 110,
        "cts_tree": "built",
        "clk_pin_slew_worst_paths_ps": 60,
        "insertion_delay_ps": 730,
        "hold_buffers": 0,
    },
    "placed_design": {
        "dp_hpwl_um": 110000,
        "place_area_sq_um": 53500,
        "portBuffers": 49,
        "placedCellCount": 4871,
        "place.gp.congestion": 0.973,
    },
    "floorplan": {
        "core_area_sq_um": 125000,
        "die_w_um": 357,
        "chip_area_sq_um": 128000,
        "ioPinCount": 50,
        "num_rows": 130,
        "fp_util_pct": 40.3,
        "chipHeight_um": 357,
    },
    "min_path": {
        "hp-class": "flip-flop to flip-flop",
        "hold_depth": 2,
        "holdPathEnd": "qout_1_q[2]",
        "min_from": "qout_1_q[2]",
    },
    "setup_path": {
        "cp_max_fo": 32,
        "required_ps": 4640,
        "cp-start-kind": "primary input",
        "worstSetupPathType": "primary input to primary output",
        "arrival_ps": 4480,
        "rr_worst_depth": 8,
        "end_kind": "primary output",
        "rrSetupSlack_ps": 3240,
        "r2r_end": "qout_2_q[3]",
        "r2r-start": "data[90][3]",
    },
    "run": {
        "tool_warnings": 26,
        "maxCapViolations": 0,
    },
}
state kept, by name, indices dropped and copies added (netlist names):
name,flops
qout_1_q,8
data,1024
qout_2_q,8
cell usage after synthesis (6+ instances only):
cell / n
a211oi_1: 32
a21oi_1: 96
a221o_1: 16
a22oi_1: 160
a311oi_1: 16
a31oi_1: 16
a32oi_1: 16
buf_1: 17
buf_12: 23
buf_2: 41
buf_4: 34
buf_6: 43
buf_8: 8
clkbuf_1: 85
dfxtp_1: 16
edfxtp_1: 1024
mux2_2: 64
mux2i_1: 592
mux4_2: 208
nand2_1: 64
nand2b_1: 30
nand3_1: 41
nand4_1: 6
nand4b_1: 16
nor2_1: 169
nor2b_1: 32
o211ai_1: 32
o21ai_0: 78
o221ai_1: 48
o22ai_1: 96
o41ai_2: 16
or2_2: 6
layer usage:
| layer | track usage (%) | up-vias | share of wire (%) | routed length, um |
|---|---|---|---|---|
| met1 | 37.2 | 15700 | 36 | 58400 |
| met5 | 1.15 | - | 0.13 | 209 |
| met3 | 16.4 | 289 | 14 | 23400 |
| li1 | - | 13400 | - | - |
| met4 | 8.59 | 4 | 4.0 | 6410 |
| met2 | 39.6 | 1723 | 45 | 73500 |
worst max-delay path by stage:
stage | startpoint | to | slack [ps] | cells past startpoint
CTS | read_addr_1[2] | qout_1[7] | 80 | 11
global route | read_addr_1[2] | qout_1[2] | 80 | 10
finish | read_addr_1[2] | qout_1[2] | 160 | 10
critical path, cell delays in order:
cell	delay, ps
buf_2	390
buf_4	250
nor2b_2	60
buf_12	170
a22oi_1	190
a21oi_1	130
o41ai_2	620
a31oi_1	470
a211oi_2	460
clkdlybuf4s50_1	540
layout make-up:
class,instances,area (sq um)
clock inverters,65,669
flip-flops and latches,1040,31100
fillers,10700,68300
repair buffers,310,2820
multi-input cells,1868,17600
well taps,1650,2060
inverters,3,11.3
clock buffers,136,2930
through the flow:
step,power (mW),worst slack (ps)
floorplan,9.33,2060
global placement,9.99,131
detailed placement,9.99,129
CTS,17.0,77.9
global route,17.4,76.5
finish,17.0,155
power by group through the flow:
stage         Sequential [mW]  Clock [mW]  Combinational [mW]
CTS                      8.29        7.20                1.55
global route             8.29        7.46                1.64
finish                   8.29        7.10                1.57
kinds of logic after synthesis:
kind of cell / after synthesis / synth area share (%)
buf+inv: 255 / 3.81
simple gates: 380 / 3.56
mux: 864 / 22.4
compound gates: 624 / 8.68
flops: 1040 / 61.5
No activity file was given, so power comes from the tool's default toggle rates.
